### flow/config.mk
export PLATFORM = sky130hd
export DESIGN_NAME = lse_log_mac
export DESIGN_NICKNAME = lse_log_mac
export VERILOG_FILES = /design/flow/design.v
export SDC_FILE = /design/flow/constraint.sdc
export NUM_CORES = 4
export LEC_CHECK = 1
export CORE_UTILIZATION = 50
### flow/constraint.sdc
current_design lse_log_mac

set clk_period 17.7
set clk_io_pct 0.2

create_clock -name clk0 -period $clk_period [get_ports {i_clk}]

set non_clock_inputs [all_inputs -no_clocks]
set_input_delay [expr $clk_period * $clk_io_pct] -clock clk0 $non_clock_inputs
set_output_delay [expr $clk_period * $clk_io_pct] -clock clk0 [all_outputs]
### flow/design.v
module lse_log_mac #(
    parameter WIDTH = 24,
    parameter MAC_ID = 0            
)(
    input  logic                 i_clk,
    input  logic                 i_rst_n,
    input  logic                 i_enable,
    input  logic [WIDTH-1:0]     i_log_a,         
    input  logic [WIDTH-1:0]     i_log_b,         
    input  logic [WIDTH-1:0]     i_accumulator,   
    output logic [3:0]           o_clut_address,   
    output logic                 o_clut_valid,     
    input  logic [9:0]           i_clut_correction,  
    input  logic                 i_clut_ready,     
    input  logic                 i_load_acc,      
    input  logic                 i_bypass_mult,   
    output logic [WIDTH-1:0]     o_mac_result,    
    output logic                 o_valid_out
);
    logic [WIDTH-1:0] mult_result;     
    logic [WIDTH-1:0] add_operand_a;   
    logic [WIDTH-1:0] add_operand_b;   
    logic [WIDTH-1:0] lse_result;      
    logic lse_valid;
    logic [WIDTH-1:0] internal_acc;
    logic acc_valid;
    logic first_op_after_load;
    always_comb begin : log_multiplier
        if (i_bypass_mult) begin
            mult_result = i_log_a;
        end else begin
            if (i_log_a <= ({WIDTH{1'b1}} - i_log_b)) begin
                mult_result = i_log_a + i_log_b;
            end else begin
                mult_result = {WIDTH{1'b1}};
            end
        end
    end
    always_ff @(posedge i_clk or negedge i_rst_n) begin : accumulator_reg
        if (!i_rst_n) begin
            internal_acc <= '0;
            acc_valid <= 1'b0;
            first_op_after_load <= 1'b0;
        end else begin
            if (i_load_acc) begin
                internal_acc <= i_accumulator;
                acc_valid <= 1'b1;
                first_op_after_load <= 1'b1;  
            end else if (i_enable && lse_valid) begin
                internal_acc <= lse_result;
                acc_valid <= 1'b1;
                first_op_after_load <= 1'b0;  
            end
        end
    end
    always_comb begin : lse_operand_selection
        if (acc_valid && !first_op_after_load) begin
            add_operand_a = internal_acc;
            add_operand_b = mult_result;
        end else begin
            add_operand_a = mult_result;
            add_operand_b = '0;   
        end
    end
    lse_pe_with_mux #(
        .WIDTH(WIDTH),
        .FRAC_BITS(10)
    ) lse_pe_inst (
        .i_clk(i_clk),
        .i_rst_n(i_rst_n),
        .i_enable(i_enable),
        .i_operand_a(add_operand_a),
        .i_operand_b(add_operand_b),
        .o_clut_address(o_clut_address),
        .o_clut_valid(o_clut_valid), 
        .i_clut_correction(i_clut_correction),
        .i_clut_ready(i_clut_ready),
        .o_result(lse_result),
        .o_valid_out(lse_valid)
    );
    assign o_mac_result = lse_result;
    assign o_valid_out = lse_valid;
endmodule : lse_log_mac
module lse_pe_with_mux #(
    parameter WIDTH = 24,
    parameter FRAC_BITS = 10       
)(
    input  logic                 i_clk,
    input  logic                 i_rst_n,
    input  logic                 i_enable,
    input  logic [WIDTH-1:0]     i_operand_a,
    input  logic [WIDTH-1:0]     i_operand_b,
    output logic [3:0]           o_clut_address,   
    output logic                 o_clut_valid,     
    input  logic [9:0]           i_clut_correction,  
    input  logic                 i_clut_ready,     
    output logic [WIDTH-1:0]     o_result,
    output logic                 o_valid_out
);
    localparam NEG_INF_VAL = {1'b1, {(WIDTH-1){1'b0}}};  
    localparam SMALL_CORRECTION = WIDTH/8;  
    localparam DIFF_THRESHOLD = -(2**(WIDTH-4));  
    logic [WIDTH-1:0] larger, smaller;
    logic signed [WIDTH:0] diff;
    logic [WIDTH-1:0] base_result;
    logic [FRAC_BITS-1:0] f_tilde_fraction;
    logic [WIDTH-1:0] result_next;
    logic valid_next;
    logic [WIDTH-1:0] stage1_larger, stage1_smaller;
    logic signed [WIDTH:0] stage1_diff;
    logic [3:0] stage1_clut_addr;
    logic stage1_valid;
    logic [WIDTH-1:0] stage2_base_result;
    logic [9:0] stage2_correction;
    logic stage2_valid;
    always_comb begin : lse_computation_stage1
        if (i_operand_a == NEG_INF_VAL || i_operand_b == NEG_INF_VAL) begin
            if (i_operand_a == NEG_INF_VAL && i_operand_b == NEG_INF_VAL) begin
                larger = NEG_INF_VAL;   
                smaller = '0;
                diff = '0;
            end else if (i_operand_a == NEG_INF_VAL) begin
                larger = i_operand_b;     
                smaller = '0;
                diff = '0;
            end else begin
                larger = i_operand_a;     
                smaller = '0;
                diff = '0;
            end
        end else begin
            if (i_operand_a >= i_operand_b) begin
                larger = i_operand_a;
                smaller = i_operand_b;
            end else begin
                larger = i_operand_b;
                smaller = i_operand_a;
            end
            diff = $signed({1'b0, smaller}) - $signed({1'b0, larger});  
        end
    end
    always_comb begin : mux_address_generation
        if (diff > DIFF_THRESHOLD) begin
            logic [WIDTH-1:0] abs_diff;
            abs_diff = (-diff);  
            f_tilde_fraction = abs_diff[FRAC_BITS-1:0];
            o_clut_address = f_tilde_fraction[FRAC_BITS-1:FRAC_BITS-4];
            o_clut_valid = 1'b1;
        end else begin
            f_tilde_fraction = '0;
            o_clut_address = 4'h0;
            o_clut_valid = 1'b0;
        end
    end
    always_ff @(posedge i_clk or negedge i_rst_n) begin : stage1_pipeline
        if (!i_rst_n) begin
            stage1_larger <= '0;
            stage1_smaller <= '0;
            stage1_diff <= '0;
            stage1_clut_addr <= 4'h0;
            stage1_valid <= 1'b0;
        end else if (i_enable) begin
            stage1_larger <= larger;
            stage1_smaller <= smaller;
            stage1_diff <= diff;
            stage1_clut_addr <= o_clut_address;
            stage1_valid <= 1'b1;
        end else begin
            stage1_valid <= 1'b0;
        end
    end
    always_comb begin : lse_final_computation
        if (stage1_diff > DIFF_THRESHOLD) begin
            if (stage1_larger <= ({{(WIDTH-4){1'b1}}, 4'b0000}) - SMALL_CORRECTION) begin
                base_result = stage1_larger + WIDTH'(SMALL_CORRECTION);
            end else begin
                base_result = {WIDTH{1'b1}};  
            end
        end else begin
            base_result = stage1_larger;
        end
    end
    always_ff @(posedge clk or negedge rst_n) begin : stage2_pipeline
        if (!rst_n) begin
            stage2_base_result <= '0;
            stage2_correction <= '0;
            stage2_valid <= 1'b0;
        end else if (stage1_valid) begin
            stage2_base_result <= base_result;
            stage2_correction <= i_clut_ready ? i_clut_correction : '0;
            stage2_valid <= 1'b1;
        end else begin
            stage2_valid <= 1'b0;
        end
    end
    always_comb begin : final_result_computation
        if (stage2_valid) begin
            logic [WIDTH-1:0] scaled_correction;
            scaled_correction = {{(WIDTH-10){1'b0}}, stage2_correction};
            if (stage2_base_result <= ({WIDTH{1'b1}} - scaled_correction)) begin
                result_next = stage2_base_result + scaled_correction;
            end else begin
                result_next = {WIDTH{1'b1}};  
            end
            valid_next = 1'b1;
        end else begin
            result_next = '0;
            valid_next = 1'b0;
        end
    end
    assign o_result = result_next;
    assign o_valid_out = valid_next;
endmodule : lse_pe_with_mux
### flow/run.sh
#!/bin/bash
# OpenROAD 26Q1-2900-gdf79404cd8, Yosys 0.63+post, stock flow scripts
make -C /OpenROAD-flow-scripts/flow DESIGN_CONFIG=/design/flow/config.mk WORK_HOME=/design/flow/orfs finish
==> impl_metrics.env <==
# yosys + openroad results
export IMPL_status="finished clean"
export IMPL_finClkSkew_ps=0
export IMPL_cp_depth=29
export IMPL_hold_slack_ps=508.7
export IMPL_hold_buffers=0
export IMPL_hold_violations=0
export IMPL_warnings=40
export IMPL_clkLatencyLatePin_ps=250
export IMPL_drc_errors=0
export IMPL_async_reset_ff_share_pct=100.0
export IMPL_ys_warn_count=6
export IMPL_crit_path_end_kind="output port"
export IMPL_r2r_cells=1
export IMPL_crit_buf_inv=3
export IMPL_clockRootBuffer="clkbuf_16"
export IMPL_whs_path_depth=1
export IMPL_preCtsSetupSlack_ps=2487
export IMPL_slew_headroom_pct=41.23
export IMPL_viasPerCell=6.557
export IMPL_clock_sinks=26
export IMPL_peakVddDrop_uv=78.42
export IMPL_die_h_microns=117.8
export IMPL_yosys_area_sq_mm=0.006704
export IMPL_fp_coreArea_sq_mm=0.01282
export IMPL_syn_area_per_cell_sq_um=7.132
export IMPL_die_area_sq_mm=0.01387
export IMPL_worst_pin_slew_ps=881.5
export IMPL_setup_viol=0
export IMPL_antenna_cells=0
export IMPL_clk_pin_slew_ps=60
export IMPL_worst_slack_ps=2257
export IMPL_grt_pass1_vias=6726
export IMPL_cp_slowest_cell="or4_1"
export IMPL_hp_class="flip-flop to flip-flop"
export IMPL_floorplan_core_util_pct=52.27
export IMPL_slew_violations=0
export IMPL_post_cts_resized=0
export IMPL_cts_tree="built"
export IMPL_layout_top_cell="nand2_1"
export IMPL_fin_crit_ps=15440
export IMPL_synth_main_ff_cell="dfrtp_1"
export IMPL_cts_buffers=3
export IMPL_critPathMaxStageDelay_ps=680
export IMPL_critPathMaxFanout=12
export IMPL_drive_gt1_share_pct=8.811
export IMPL_edf_count=0
export IMPL_crit_family="simple AND/OR/NAND/NOR gates"
export IMPL_period_used_pct=87.25
export IMPL_leakage_nw=2.878
export IMPL_cp_start_kind="primary input"
export IMPL_hpwlAfterDp_mm=17.77
export IMPL_rows=41
export IMPL_die_w_microns=117.8
export IMPL_pin_count=118
export IMPL_max_cap_viol_count=0
export IMPL_layout_top_cells="nand2_1 (98), clkdlybuf4s50_1 (80), a21oi_1 (75)"
export IMPL_antenna_found_initial=0
export IMPL_path_class="primary input to output port"
export IMPL_powerDensity_mw_per_mm2=55.46
export IMPL_rsz0062_at_grt="false"
export IMPL_gr_usage_all_layers_pct=31.75
export IMPL_ys_cells=940
export IMPL_globalplace_congestion=1.064
export IMPL_synth_area_sq_mm=0.006704
export IMPL_ant_nets=0
export IMPL_ctsLongestPathBuffers=2
export IMPL_drtPass1Iterations=7
export IMPL_htreeDepth=1
export IMPL_tns_ps=0
export IMPL_crit_arrival_ps=11900
export IMPL_post_cts_buffers=0
export IMPL_grt_pass1_wl_mm=35.10
export IMPL_portBuffers=80
export IMPL_drt_total_wl_mm=21.96
export IMPL_fmax_mhz=64.75
export IMPL_synthToLayoutAreaGrowth_pct=12.19
export IMPL_ys_ff=26
export IMPL_finalPower_w=0.0004171
export IMPL_grt_max_degree=64
export IMPL_routedWlPerCell_microns=19.13
export IMPL_drt_iter0_markers=696
export IMPL_via_count=7527
export IMPL_overflow=0
export IMPL_cp_required_ps=14160
export IMPL_ys_seq_share_pct=9.705
export IMPL_synth_cell_types=93
export IMPL_syn_inst=940
sequential cells by signal (all words and copies together), names as in the netlist:
name / cells
first_op_after_load: 1
internal_acc: 24
acc_valid: 1
per-stage QoR:
stage / utilization [%] / instances / area [sq um]
after global routing: 58.64 / 1148 / 7521
after CTS: 58.64 / 1148 / 7521
after floorplan: - / 964 / 6794
after detailed placement: 57.95 / 1144 / 7432
final: 58.64 / 1148 / 7521
after global placement: 57.95 / 1144 / 7432
routing by layer:
metal	up-vias	track usage (%)	share of wire (%)
met3	49	6.769	9.4
met1	3465	46.41	45
met4	0	7.772	2.6
met2	371	47.83	43
li1	3642	-	-
met5	-	0	0
power breakdown:
| part | leakage, nW | internal [W] | switching [W] |
|---|---|---|---|
| Clock | 0.0442 | 0.0000345 | 0.0000178 |
| Combinational | 2.54 | 0.000119 | 0.000170 |
| Sequential | 0.298 | 0.0000649 | 0.0000110 |
synth_stat cells, types with 10 or more instances:
cell      number  share of area [%]
o21a_1        13                1.5
nand3_1       33                2.5
clkbuf_1      29                1.6
nor4_1        10               0.93
o211ai_1      18                2.0
xor2_1        18                2.4
and4_1        14                1.8
nand2_1       98                5.5
buf_2         17                1.3
a21o_1        15                1.7
and3_1        18                1.7
inv_1         18                1.0
nor3_1        25                1.9
or2_2         13                1.2
dfrtp_1       26                9.7
nand4_1       14                1.3
ha_1          50                9.3
or3_1         15                1.4
nor2_1        74                4.1
o21ai_0       47                3.5
a211oi_1      15                1.7
a31oi_1       23                2.1
mux2_2        28                4.7
nand2b_1      17                1.6
a21oi_1       75                5.6
buf_4         28                3.1
cell type report:
class | count | area (sq um)
Inverter | 18 | 67.56
Tap cell | 172 | 215.2
Sequential cell | 26 | 650.6
Fill cell | 1171 | 5304
Multi-Input combinational cell | 838 | 5623
Timing Repair Buffer | 90 | 875.8
Clock buffer | 4 | 88.84
final timing paths:
kind	end	slack, ps	start
worst max-delay path	o_clut_valid	2260	i_log_a[3]
worst min-delay path	first_op_after_load$_DFFE_PN0P_	510	first_op_after_load$_DFFE_PN0P_
worst max register to register	internal_acc[21]$_DFFE_PN0P_	16790	internal_acc[21]$_DFFE_PN0P_
worst min register to register	first_op_after_load$_DFFE_PN0P_	510	first_op_after_load$_DFFE_PN0P_
max in group asynchronous	internal_acc[12]$_DFFE_PN0P_	13830	i_rst_n
min in group asynchronous	first_op_after_load$_DFFE_PN0P_	3640	i_rst_n
logic make-up after synthesis:
group,Yosys count,synth area share (%)
simple gates,377,29.36
buf+inv,100,7.838
fa+ha+maj,51,9.630
other cells,1,0.05594
xor+xnor,27,3.527
compound gates,320,33.67
flops,26,9.705
mux,38,6.215
No activity file was given, so power comes from the tool's default toggle rates.
