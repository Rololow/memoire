==> design.v <==
`timescale 1ns/1ps
module lse_mult_simd (
  input  logic [23:0] i_operand_a,
  input  logic [23:0] i_operand_b,
  input  logic [1:0]  i_simd_mode,     
  output logic [23:0] o_result,        
  output logic [3:0]  o_lane_carry     
);
  localparam int WIDTH = 24;
  logic [WIDTH:0] carry_chain;
  assign carry_chain[0] = 1'b0;   
  genvar i;
  generate
    for (i = 0; i < WIDTH; i++) begin : gen_simd_adders
      localparam bit BOUNDARY_12 = (i == 12);
      localparam bit BOUNDARY_6  = ((i % 6) == 0) && (i != 0);
      logic reset_segment;
      logic carry_in_bit;
      if (i == 0) begin : first_bit
        assign reset_segment = 1'b0;
        assign carry_in_bit  = carry_chain[i];
      end else begin : subsequent_bits
        assign reset_segment = ((i_simd_mode == 2'b01) && BOUNDARY_12) ||
                               ((i_simd_mode == 2'b10) && BOUNDARY_6);
        mux2 #(.WIDTH(1)) carry_mux (
          .i_in0(carry_chain[i]),    
          .i_in1(1'b0),              
          .i_sel(reset_segment),
          .o_out(carry_in_bit)
        );
      end
      full_adder adder_bit (
        .i_a   (i_operand_a[i]),
        .i_b   (i_operand_b[i]),
        .i_cin (carry_in_bit),
        .o_sum (o_result[i]),
        .o_cout(carry_chain[i+1])
      );
    end
  endgenerate
  always_comb begin
    o_lane_carry = '0;
    unique case (i_simd_mode)
      2'b00: begin
        o_lane_carry[0] = carry_chain[WIDTH];
      end
      2'b01: begin
        o_lane_carry[0] = carry_chain[12];
        o_lane_carry[1] = carry_chain[WIDTH];
      end
      2'b10: begin
        o_lane_carry[0] = carry_chain[6];
        o_lane_carry[1] = carry_chain[12];
        o_lane_carry[2] = carry_chain[18];
        o_lane_carry[3] = carry_chain[WIDTH];
      end
      default: begin
        o_lane_carry = '0;
      end
    endcase
  end
endmodule : lse_mult_simd
`timescale 1ns/1ps
module full_adder (
  input  logic i_a,       
  input  logic i_b,       
  input  logic i_cin,     
  output logic o_sum,     
  output logic o_cout     
);
  assign o_sum  = i_a ^ i_b ^ i_cin;
  assign o_cout = (i_a & i_b) | (i_b & i_cin) | (i_a & i_cin);
endmodule : full_adder
`timescale 1ns/1ps
module mux2 #(
  parameter int WIDTH = 1   
)(
  input  logic [WIDTH-1:0] i_in0,   
  input  logic [WIDTH-1:0] i_in1,   
  input  logic             i_sel,   
  output logic [WIDTH-1:0] o_out    
);
  always_comb begin
    o_out = i_sel ? i_in1 : i_in0;
  end
endmodule : mux2
==> run.sh <==
#!/bin/bash
# OpenROAD 26Q1-2900-gdf79404cd8, Yosys 0.63+post, stock flow scripts
make -C /OpenROAD-flow-scripts/flow DESIGN_CONFIG=/design/flow/config.mk WORK_HOME=/design/flow/orfs finish
==> config.mk <==
export PLATFORM = sky130hd
export DESIGN_NAME = lse_mult_simd
export DESIGN_NICKNAME = lse_mult_simd
export VERILOG_FILES = /design/flow/design.v
export SDC_FILE = /design/flow/constraint.sdc
export NUM_CORES = 4
export LEC_CHECK = 1
export CORE_AREA = 10 10 91 91
export DIE_AREA = 0 0 101 101
==> constraint.sdc <==
current_design lse_mult_simd

set clk_period 9.5
set clk_io_pct 0.2

create_clock -name clk0 -period $clk_period

set non_clock_inputs [all_inputs -no_clocks]
set_input_delay [expr $clk_period * $clk_io_pct] -clock clk0 $non_clock_inputs
set_output_delay [expr $clk_period * $clk_io_pct] -clock clk0 [all_outputs]
==> run_results.csv <==
group,metric,value,unit
pwr,clkPwrFrac,0,%
floorplan,die_h,101,um
floorplan,pin_count,78,
critical_path,crit_type,"input port to primary output",
route,vias_per_cell,3.24,
run,maxCapViolations,0,
pwr,swShare,28.8,%
synthesis,ys_seq_share,0,%
critical_path,path_max_fanout,2,
synthesis,ys_types,10,
worst_hold_path,worstHoldPathType,"input port to primary output",
floorplan,dieArea,10200,um2
floorplan,core_region_area,6350,um2
route,drt-pass1-iter-count,4,
critical_path,worstPathRequired,7.60,ns
finish,flop-count,0,
route,first_iter_violations,8,
route,routedWlPerCell,12.4,um
global_route,grt_overflow,0,
final_timing,setup_viol,13,
pwr,p_seq_share,0,%
route,diodes,0,
critical_path,path_common_cell,"fa_2",
global_route,grt_pass1_wl,3.87,mm
finish,fillers,677,
global_route,antenna_found_initial,0,
pwr,power_density,55.2,nW/um2
finish,clock_buffers,0,
final_timing,slew_violations,0,
final_timing,rsz0062_at_grt,"yes",
final_timing,clock.fmax,76.3,MHz
synthesis,netlist_instances,63,
outcome,violations,"setup timing",
place,port_buffers,78,
critical_path,arrival,11.21,ns
final_timing,finalCritPeriodShare,138,%
finish,final_core_util,24.9,%
synthesis,ys_cells,63,
finish,drive_gt1_share,45.3,%
final_timing,final-hold-violation-count,0,
synthesis,yosys_area,777,um2
pwr,comb_power_share,100.0,%
global_route,first_global_vias,756,
floorplan,die-width,101,um
route,antenna_left,0,
final_timing,finalWorstSetupSlack,-3.61,ns
floorplan,floorplan.core_util,12.2,%
pwr,intPower,0.0000621,W
final_timing,period_minus_slack,13.11,ns
clock_network,hold_buffers,0,
place,gp_congestion,0.727,
place,hpwlAfterDp,2.47,mm
critical_path,start_kind,"input port",
run,warnings,38,
route,dr_total_vias,664,
pwr,power_switching,0.0000251,W
critical_path,slowest_stage,"fa_2",
finish,syn_to_final_growth,103,%
route,wirelength,2.53,mm
finish,stdcell_count,205,
floorplan,row_count,29,
synthesis,syn_avg_cell_area,12.3,um2
synthesis,ys_warn_count,2,
global_route,grt_max_degree,6,
place,placed_cells,201,
outcome,outcome,"complete, but fails checks",
synthesis,synth_area,777,um2
pwr,power.leakage,0.608,nW
critical_path,worst_setup_path_end_kind,"primary output",
pwr,irDropWorstVdd,0.0000232,V
critical_path,critPathMaxStageDelay,0.37,ns
route,drc,0,
global_route,grt_usage,4.73,%
finish,final-seq-area,0,um2
final_timing,relSlewSlack,80.1,%
final_timing,max_slew.worst_pin.slew,0.298,ns
## critical path, delay by kind of cell
kind | cells | cell delay, ns
adders and majority gates | 24 | 8.05
and+or+nand+nor | 4 | 0.62
buffers and inverters | 4 | 0.44
AOI/OAI and AO/OA | 1 | 0.17
## worst paths after layout
| kind | startpoint | endpoint | slack (ns) | depth (start not counted) |
|---|---|---|---|---|
| hold / removal | i_operand_b[0] | o_result[0] | 4.43 | 3 |
| setup / recovery | i_operand_a[0] | o_lane_carry[1] | -3.61 | 33 |
## area by class of cell
cell class	instances	area, um2	share of cell area [%]
inverters	2	7.51	0.475
multi-input cells	37	673	42.6
well taps	77	96.3	6.10
repair buffers	89	802	50.8
## logic make-up after synthesis
family	Yosys count	synth area share, %
adders and majority gates	28	67.3
buffers and inverters	26	24.2
and+or+nand+nor	7	6.28
AOI/OAI and AO/OA	2	2.25
## cell usage after synthesis
master	count	area share, %
inv_1	2	0.97
and2_2	2	1.9
ha_1	5	8.1
a222oi_1	1	1.3
and2b_2	2	2.3
nor2_1	1	0.48
a22oi_1	1	0.97
fa_1	23	59
buf_4	24	23
nor2b_1	2	1.6
## metal layers
layer / part of all wire [%] / wire length (um) / vias to the layer above / global-route usage (%)
met1: 41 / 1030 / 309 / 6.25
met4: 0 / 0 / 0 / 0
li1: - / - / 301 / -
met5: 0 / 0 / - / 0
met2: 40 / 1020 / 54 / 6.73
met3: 19 / 478 / 0 / 3.19
## placed cells by master, fill, tap and decap left out, drive strengths merged
cell type | netlist | routed
ha | 5 | 5
a222oi | 1 | 1
and2b | 2 | 2
fa | 23 | 23
nor2 | 1 | 1
a22oi | 1 | 1
dlygate4sd2 | 0 | 2
and2 | 2 | 2
clkbuf | 0 | 1
clkdlybuf4s50 | 0 | 59
inv | 2 | 2
buf | 24 | 27
nor2b | 2 | 2
## stage by stage
stage	setup WS, ns	TNS [ns]	area [um2]	hold slack [ns]	total power, W
floorplan	-3.03	-23.68	855	3.94	0.0000462
global placement	-4.32	-39.47	1600	4.87	0.0000972
detailed placement	-4.33	-39.72	1600	4.88	0.0000981
CTS	-3.77	-29.58	1580	4.44	0.0000908
global route	-3.90	-31.29	1580	4.45	0.0000994
finish	-3.61	-28.38	1580	4.43	0.0000872
## power by group through the flow
| stage | sequential [W] | clock, W | combinational [W] |
|---|---|---|---|
| after CTS | 0 | 0 | 0.0000908 |
| after global routing | 0 | 0 | 0.0000994 |
| final | 0 | 0 | 0.0000872 |
## repair_timing
action	CTS	global route
buffers inserted	3	1
setup endpoints to repair	16	14
resized	63	1
pin swaps	4	4
Power is estimated from default activity; no workload was simulated.
